<file path="/design/flow/design.v">
module MSDAP_top(
input sclk, 
input dclk, 
input start, 
input reset, 
input frame, 
input inputL, 
input inputR, 
output inReady, 
output outReady, 
output outputL, 
output outputR
);
wire [3:0] state;
wire input_en;
wire clear;
wire zero_detect_L, zero_detect_R;
wire [15:0] new_data_L, new_data_R;
wire compute_en_L, compute_en_R;
wire new_data_ready_L, new_data_ready_R;
wire input_read_L, input_read_R;
wire [2:0] done_L, done_R;
wire [1:0] op_L, op_R;
wire [15:0] next_data_L, next_data_R;
wire [39:0] result_L, result_R;
MSDAP_state_controller controller ( 
.sclk(sclk),
.dclk(dclk),
.start(start),
.reset(reset),
.frame(frame),
.done_L(done_L),
.done_R(done_R),
.zero_detect_L(zero_detect_L),
.zero_detect_R(zero_detect_R),
.input_en(input_en),
.clear(clear),
.inReady(inReady),
.outReady(outReady),
.state(state)
);
MSDAP_S2P input_module_L (
.sclk(sclk),
.dclk(dclk),
.input_en(input_en),
.clear(clear),
.data_in(inputL),
.input_read(input_read_L),
.new_data(new_data_L),
.new_data_ready(new_data_ready_L),
.zero_detect(zero_detect_L)
);
MSDAP_data_manager data_manager_L(
.sclk(sclk),
.frame(frame),
.state(state),
.new_data(new_data_L),
.new_data_ready(new_data_ready_L),
.clear(clear),
.done(done_L),
.compute_en(compute_en_L),
.input_read(input_read_L),
.op(op_L),
.next_data(next_data_L)
);
MSDAP_ALU ALU_L (
.sclk(sclk),
.compute_en(compute_en_L),
.clear(clear),
.op(op_L),
.next_data(next_data_L),
.result(result_L)
);
MSDAP_P2S output_module_L (
.sclk(sclk),
.clear(clear),
.result(result_L),
.outReady(outReady),
.out_bit(outputL)
);
MSDAP_S2P input_module_R (
.sclk(sclk),
.dclk(dclk),
.input_en(input_en),
.clear(clear),
.data_in(inputR),
.input_read(input_read_R),
.new_data(new_data_R),
.new_data_ready(new_data_ready_R),
.zero_detect(zero_detect_R)
);
MSDAP_data_manager data_manager_R (
.sclk(sclk),
.frame(frame),
.state(state),
.new_data(new_data_R),
.new_data_ready(new_data_ready_R),
.clear(clear),
.done(done_R),
.compute_en(compute_en_R),
.input_read(input_read_R),
.op(op_R),
.next_data(next_data_R)
);
MSDAP_ALU ALU_R (
.sclk(sclk),
.compute_en(compute_en_R),
.clear(clear),
.op(op_R),
.next_data(next_data_R),
.result(result_R)
);
MSDAP_P2S output_module_R (
.sclk(sclk),
.clear(clear),
.result(result_R),
.outReady(outReady),
.out_bit(outputR)
);
endmodule  
module MSDAP_state_controller( 
  input sclk,
  input dclk,
  input start,
  input reset,
  input frame,
  input [2:0] done_L,  
  input [2:0] done_R,
  input zero_detect_L,
  input zero_detect_R,
  output input_en,
  output clear,
  output inReady,
  output outReady,
  output reg [3:0] state
);
parameter
INITIALIZE = 0,
WAIT_RJ = 1,
READ_RJ = 2,
WAIT_COEFF = 3,
READ_COEFF = 4,
WAIT_INPUT = 5,
WORKING = 6,
CLEARING = 15,
SLEEP = 8;
parameter SLEEP_TIME = 800;  
wire [3:0] input_count;
wire [5:0] output_count;
wire [9:0] sleep_count;
wire [8:0] clear_count;
reg [3:0] next_state;
wire [2:0] done;
wire zero_detect;
wire detector_reset;
assign done = done_L & done_R;
assign zero_detect = zero_detect_L & zero_detect_R;
DFF input_en_DFF (.clk(sclk), .reset(clear), .D((|input_count) | (frame & inReady)), .Q(input_en));
DFF outReady_DFF (.clk(frame), .reset(clear | output_count == 41), .D(done[2] & state == 6), .Q(outReady));
DFF inReady_DFF  (.clk(sclk), .reset(clear), .D(~(state == INITIALIZE | state == CLEARING)), .Q(inReady));
DFF reset_detector_DFF (.clk(sclk), .reset(detector_reset), .D(start|reset), .Q(clear));
DFF detector_reset_DFF (.clk(~sclk), .reset(~clear), .D(clear), .Q(detector_reset));
counter#(4) input_counter (.clk(dclk), .reset(clear), .enable(input_en), .count(input_count));
counter#(6) output_counter (.clk(sclk), .reset(clear | ~outReady), .enable(outReady), .count(output_count));
counter#(10) sleep_counter (.clk(input_en), .reset(clear | ~zero_detect), .enable(state == WORKING), .count(sleep_count));
counter#(9) clear_counter (.clk(sclk), .reset(clear), .enable(state == INITIALIZE | state == CLEARING), .count(clear_count));
always@(posedge sclk) begin
  state <= next_state;
end
always@(state or start or reset or clear_count or frame or done or sleep_count or zero_detect) begin
      if(start)
        next_state = INITIALIZE;  
    else if(reset & (state == WORKING || state == SLEEP || state == CLEARING))
        next_state = CLEARING;  
else case(state)
    INITIALIZE: begin
      if(clear_count == 511)
        next_state = WAIT_RJ;
    else next_state = INITIALIZE;    
    end
    WAIT_RJ: begin      
      if(frame) 
        next_state = READ_RJ;
        else next_state = WAIT_RJ;
    end
    READ_RJ: begin
      if(done[0])  
        next_state = WAIT_COEFF; 
        else next_state = READ_RJ;                
    end
    WAIT_COEFF: begin     
      if(frame) 
        next_state = READ_COEFF;
        else next_state = WAIT_COEFF;
    end
    READ_COEFF: begin    
      if(done[1])  
        next_state = WAIT_INPUT;
        else next_state = READ_COEFF;
    end
    WAIT_INPUT: begin
      if(frame)  
        next_state = WORKING;
        else next_state = WAIT_INPUT;
    end
    WORKING: begin
      if(sleep_count == SLEEP_TIME)
            next_state = SLEEP;
            else next_state = WORKING;                                             
    end
    CLEARING: begin    
      if(clear_count == 255) 
        next_state = WAIT_INPUT;
        else next_state = CLEARING;      
    end
    SLEEP: begin 
      if(~zero_detect)
        next_state = WORKING;
        else next_state = SLEEP;
    end           
  endcase     
end
endmodule  
module MSDAP_S2P
(
  input sclk,
  input dclk,
  input input_en,
  input clear,
  input data_in,
  input input_read,
  output [15:0] new_data,
  output new_data_ready,
  output zero_detect  
);
wire input_complete;
wire [15:0] input_data;
genvar i;
for(i = 0; i < 16; i=i+1)
begin : S2P
  DFF flop ( .clk(dclk & input_en), .reset(clear), .D(i == 15 ? data_in : input_data[i+1]), .Q(input_data[i]) );
end
DFF input_complete_DFF( .clk(~input_en), .reset(clear | input_read), .D(1'b1), .Q(input_complete) );
DFF new_data_ready_DFF( .clk(sclk), .reset(clear), .D(input_complete), .Q(new_data_ready) );
DFF zero_detect_DFF ( .clk(~dclk), .reset(clear), .D(input_data == 16'b0), .Q(zero_detect) );
register#(16) new_input_register ( .clk(new_data_ready), .reset(clear), .D(input_data), .Q(new_data) );
endmodule  
module MSDAP_data_manager
(
  input sclk,
  input frame,
  input [3:0] state,
  input [15:0] new_data,
  input new_data_ready,
  input clear,
  output [2:0] done,
  output compute_en,
  output input_read,
  output [1:0] op,  
  output [15:0] next_data
);
parameter NUM_RJ = 16;
parameter NUM_COEFF = 512;  
parameter ORDER = 256;  
parameter
INITIALIZE = 0,
WAIT_RJ = 1,
READ_RJ = 2,
WAIT_COEFF = 3,
READ_COEFF = 4,
WAIT_INPUT = 5,
WORKING = 6,
CLEARING = 15,
SLEEP = 8;
wire [3:0] rj_addr;
wire [8:0] coeff_addr;
wire [7:0] data_addr;
wire [7:0] n;  
wire [7:0] coeffs_processed;
wire [7:0] next_rj;
wire [8:0] next_coeff;
wire input_received;
wire new_data_input_ready;
wire coeff_en;
wire shift;
assign new_data_input_ready = state == INITIALIZE | state == CLEARING | (new_data_ready & state == WORKING & ~compute_en);
memory#(8, 4, NUM_RJ) rj_mem (
.clk(sclk),
.new_data( state == READ_RJ ? new_data[7:0] : 8'b0 ),  
.r_w( state == INITIALIZE | (new_data_ready & state == READ_RJ) ),
.addr(rj_addr),
.data_out(next_rj) 
);
memory#(9, 9, NUM_COEFF) coeff_mem (
.clk(sclk),
.new_data( state == READ_COEFF ? new_data[8:0] : 9'b0 ),
.r_w( state == INITIALIZE | (new_data_ready & state == READ_COEFF) ),
.addr(coeff_addr),
.data_out(next_coeff)
);
memory#(16, 8, ORDER) data_mem (
.clk(~sclk),
.new_data( state == WORKING ? new_data : 16'b0 ),
.r_w( new_data_input_ready ),
.addr(new_data_input_ready ? n : data_addr),
.data_out(next_data)
);
counter#(4) rj_addr_counter (
.clk(sclk),
.reset(clear),
.enable(state == INITIALIZE | (state == READ_RJ & new_data_ready) | (compute_en & shift)),
.count(rj_addr)
);
counter#(9) coeff_addr_counter (
.clk(sclk),
.reset(clear),
.enable(state == INITIALIZE | (state == READ_COEFF & new_data_ready) | coeff_en),
.count(coeff_addr)
);
counter#(8) coeffs_processed_counter (
.clk(sclk),
.reset(clear | shift),
.enable(coeff_en),
.count(coeffs_processed)
);
counter#(8) n_counter (
.clk(sclk),
.reset(clear),
.enable((state == INITIALIZE | state == CLEARING) | (input_read & state == WORKING)),
.count(n)
);
adder#(8) addr_adder ( .a(n), .b(~next_coeff[7:0]), .cin(1'b0), .z(data_addr), .cout() );
DFF shift_op0_DFF   ( .clk(~sclk), .reset(clear), .D(next_coeff[8]), .Q(op[0]) );
DFF shift_op1_DFF   ( .clk(~sclk), .reset(clear), .D(coeffs_processed == next_rj-1), .Q(shift) );
DFF shift_op1_delay ( .clk(~sclk), .reset(clear), .D(shift), .Q(op[1]) );
DFF rj_done_DFF    ( .clk(state == READ_RJ & new_data_ready), .reset(clear & state == INITIALIZE), .D(rj_addr == NUM_RJ-1), .Q(done[0]) );
DFF coeff_done_DFF ( .clk(state == READ_COEFF & new_data_ready), .reset(clear & state == INITIALIZE), .D(coeff_addr == NUM_COEFF-1), .Q(done[1]) );
DFF computation_done_DFF ( .clk(~compute_en), .reset(clear | state == SLEEP), .D(state == WORKING), .Q(done[2]) );
DFF input_read_DFF ( .clk(~sclk), .reset(clear), .D(new_data_input_ready | (new_data_ready & (state == READ_RJ | state == READ_COEFF))), .Q(input_read) );
DFF input_received_DFF ( .clk(new_data_ready), .reset(clear | state == SLEEP), .D(state == WORKING), .Q(input_received) );
DFF coeff_en_DFF   ( .clk(~sclk), .reset(clear), .D(state == WORKING & ((coeff_en & coeff_addr != 0) | frame) & input_received), .Q(coeff_en) );
DFF compute_en_DFF ( .clk(~sclk), .reset(clear), .D(coeff_en), .Q(compute_en) );
endmodule  
module memory #(parameter DATA_WIDTH=8, parameter ADDR_WIDTH=8, parameter DEPTH=256)
(
input clk,
input [DATA_WIDTH-1:0] new_data,
input r_w,  
input [ADDR_WIDTH-1:0] addr,
output reg [DATA_WIDTH-1:0] data_out
);
reg [DATA_WIDTH-1:0] mem [DEPTH-1:0]; 
always@(posedge clk) begin
  if(r_w)  
    mem[addr] <= new_data;
  else  
    data_out <= mem[addr];
end
endmodule  
module MSDAP_ALU(
input sclk,
input compute_en,
input clear,
input [1:0] op,  
input [15:0] next_data,  
output [39:0] result
);
wire [14:0] xor_out;
wire sign_bit;
wire [39:0] sum_out;
wire [39:0] shift_out;
wire [39:0] accum_out;
assign xor_out = next_data ^ {15{op[0]}};
assign sign_bit = next_data[15] ^ op[0];
adder#(24) ALU_adder ( .a({ {9{sign_bit}}, xor_out }), .b(accum_out[39:16]), .cin(op[0]), .z(sum_out[39:16]), .cout() );
assign sum_out[15:0] = accum_out[15:0];
shifter_1b#(40) shifter ( .a(sum_out), .op(op[1]), .z(shift_out) );  
register#(40) accumulator ( .clk(~sclk), .reset(clear), .D(shift_out & {40{compute_en}}), .Q(accum_out) );
register#(40) result_reg  ( .clk(~compute_en), .reset(clear), .D(accum_out), .Q(result) );
endmodule  
module MSDAP_P2S(
input sclk,
input clear,
input [39:0] result,
input outReady,
output out_bit
);
wire gated_clk;
wire load;
wire send_output;
DFF load_DFF (.clk(outReady), .reset(clear | send_output), .D(1'b1), .Q(load) );
DFF send_output_DFF (.clk(sclk), .reset(clear | ~outReady), .D(outReady), .Q(send_output) );
assign gated_clk = send_output & sclk;  
genvar i;
for(i = 0; i < 40; i=i+1)
begin : P2S
  wire dff_Q;
  wire mux_z;
  wire mux_a;
  if(i == 39) assign mux_a = 1'b0;
  else        assign mux_a = P2S[i+1].dff_Q;
  mux2 m (
  .a(mux_a),
  .b(result[i]),
  .sel(load),
  .z(mux_z)
  );
  DFF d (
  .clk(gated_clk),
  .reset(clear),
  .D(mux_z),
  .Q(dff_Q)
  );
end    
  assign out_bit = P2S[0].dff_Q;
endmodule  
module register #(parameter WIDTH = 1)
(
  input clk,
  input reset,
  input [WIDTH-1:0] D,
  output [WIDTH-1:0] Q
);
genvar i;
for(i = 0; i < WIDTH; i=i+1)
  DFF reg_dff ( .clk(clk), .reset(reset), .D(D[i]), .Q(Q[i]) );
endmodule  
module DFF
(
  input clk,
  input reset,
  input D,
  output reg Q
);
always@(posedge clk, posedge reset) begin
  if(reset)
    Q <= 1'b0;
  else Q <= D;
end
endmodule  
module shifter_1b #(parameter WIDTH = 1)
(
  input [WIDTH-1:0] a,
  input op,
  output [WIDTH-1:0] z
);
genvar i;
for(i = 0; i < WIDTH-1; i=i+1)  
  mux2 shift_mux ( .a(a[i]), .b(a[i+1]), .sel(op), .z(z[i]) );
assign z[WIDTH-1] = a[WIDTH-1];  
endmodule  
module counter #(parameter WIDTH = 1)
(
  input clk,
  input reset,
  input enable,
  output [WIDTH-1:0] count 
);
genvar i;
for(i = 0; i < WIDTH; i=i+1)  
begin : count_flops
  wire flop_enable;
  if(i == 0)  assign flop_enable = enable; 
  else assign flop_enable = count_flops[i-1].flop_enable & count[i-1];
  DFF flop ( .clk(clk), .reset(reset), .D( flop_enable ^ count[i] ), .Q(count[i]) );
end
endmodule  
module mux2 (input a, input b, input sel, output z);
  assign z = ( sel ? b : a );  
endmodule  
module FA (input a, input b, input cin, output z, output cout);
  assign z = a ^ b ^ cin;
  assign cout = (a&b) | (b&cin) | (a&cin);
endmodule  
module adder #(parameter WIDTH = 1)
(
  input [WIDTH-1:0] a,
  input [WIDTH-1:0] b,
  input cin,
  output [WIDTH-1:0] z,
  output cout  
);
wire carries [WIDTH:0];
assign carries[0] = cin;
genvar i;
for(i = 0; i < WIDTH; i=i+1)
  FA adder_FA ( .a(a[i]), .b(b[i]), .cin(carries[i]), .z(z[i]), .cout(carries[i+1]) );
assign cout = carries[WIDTH];
endmodule  
</file>
<file path="/design/flow/run.sh">
#!/bin/bash
# OpenROAD 26Q1-2900-gdf79404cd8, Yosys 0.63+post, stock flow scripts
make -C /OpenROAD-flow-scripts/flow DESIGN_CONFIG=/design/flow/config.mk WORK_HOME=/design/flow/orfs finish
</file>
<file path="/design/flow/config.mk">
export PLATFORM = sky130hd
export DESIGN_NAME = MSDAP_top
export DESIGN_NICKNAME = MSDAP_top
export VERILOG_FILES = /design/flow/design.v
export SDC_FILE = /design/flow/constraint.sdc
export NUM_CORES = 4
export LEC_CHECK = 1
export CORE_UTILIZATION = 30
export SYNTH_MEMORY_MAX_BITS = 65536
</file>
<file path="/design/flow/constraint.sdc">
current_design MSDAP_top

set clk_period 21.7
set clk_io_pct 0.2

create_clock -name clk0 -period $clk_period [get_ports {dclk}]
create_clock -name clk1 -period $clk_period [get_ports {frame}]
create_clock -name clk2 -period $clk_period [get_ports {sclk}]

set non_clock_inputs [all_inputs -no_clocks]
set_input_delay [expr $clk_period * $clk_io_pct] -clock clk0 $non_clock_inputs
set_output_delay [expr $clk_period * $clk_io_pct] -clock clk0 [all_outputs]
</file>
==> flow_summary.rst <==
Run summary
-----------

.. list-table::
   :header-rows: 1

   * - Metric
     - Value
   * - Signed area change from the synthesized netlist to the final layout
     - 20.2%
   * - Utilization after layout
     - 36.1%
   * - Die height
     - 1530 um
   * - Instance count along the most critical hold path
     - 6
   * - Iteration-0 DRC Markers
     - 23600
   * - Vias per Instance
     - 4.84
   * - Initial antenna violation count
     - 89
   * - Total of max-cap violations
     - 4
   * - CP max FO
     - 18
   * - Met2 Track Usage GR
     - 24.8%
   * - Aggregate global-route resource usage
     - 17.1%
   * - Switching Power
     - 32.0 mW
   * - Cell total in the yosys stat output
     - 33100
   * - Die footprint
     - 2330000 um^2
   * - Total of flip-flops plus latches after synthesis
     - 18200
   * - Unrepaired setup endpoints after global routing
     - false
   * - Die width
     - 1530 um
   * - Start point of the worst hold path
     - frame
   * - Met1 Resource Use GR
     - 16.2%
   * - Post-CTS setup buffers
     - 0
   * - Residual DRC
     - 0
   * - Sum Neg Setup Slack
     - 0 ns
   * - Type of the worst setup path
     - flop to flop
   * - Setup-violating endpoint count in the final report
     - 0
   * - Average instance area after synthesis
     - 21.0 um^2
   * - Most instantiated cells after synthesis
     - sky130_fd_sc_hd__edfxtp_1, sky130_fd_sc_hd__mux2i_1, sky130_fd_sc_hd__mux4_2
   * - Std-Cell Core Area
     - 2320000 um^2
   * - Transition time of the tightest slew-check pin
     - 1.52 ns
   * - Routed via count
     - 366000
   * - I/O pin total
     - 11
   * - Pin count of the biggest net entering global routing
     - 134
   * - Buffers on Ports
     - 8
   * - Post-Route Hold Slack
     - -0.750 ns
   * - R2r setup slk
     - 2.44 ns
   * - Pwr/cell area
     - 119 nW/um^2
   * - Register clock-pin slew on the reported worst setup and hold paths
     - 0.06 ns
   * - Final WL
     - 1890000 um
   * - Area share, top type
     - 76.5%
   * - Post-synthesis instance area
     - 696000 um^2
   * - Met3 layer usage reported by global route
     - 16.3%
   * - Global-route wire length before repair
     - 2710000 um
   * - Sort of element at the end of the critical path
     - flop
   * - FF-to-FF End
     - data_manager_L.data_mem.mem[229][10]
   * - Number of cells on the worst reg-to-reg path
     - 15
   * - Synthesis area per yosys
     - 696000 um^2
   * - Result of the run
     - complete, but fails checks
   * - Main area contributors
     - sky130_fd_sc_hd__edfxtp_1, sky130_fd_sc_hd__mux4_2, sky130_fd_sc_hd__mux2i_1
   * - Router iterations before antenna repair
     - 9
   * - Cell with the most instances after synthesis
     - sky130_fd_sc_hd__edfxtp_1
   * - Total grt overflow
     - 0
   * - Maximum VDD drop
     - 0.115 mV
   * - Number of rows in the core area
     - 559
   * - Library cells used by synthesis
     - 74
   * - Combinational group share of total power
     - 22.9%
   * - Hold Crit Class
     - clock port to flop
   * - Endpoints failing hold
     - 3
   * - Part of the total power dissipated in sequential elements
     - 38.9%
   * - Number of unconstrained endpoints
     - 142
   * - Final clock skew
     - 0.108 ns
   * - Arrival time of data at the critical path endpoint
     - 9.49 ns
   * - Leakage power
     - 303 nW
   * - Half-perimeter wire length after detailed placement
     - 1120000 um
   * - Wire per inst
     - 24.9 um
   * - Proportion of register bits with asynchronous set or reset after synthesis
     - 2.33%
   * - Number of global-route vias before repair
     - 412000
   * - Required time worst endpoint
     - 11.94 ns
   * - EDFF count, synth
     - 17700
   * - Final Max-Slew Violation Tally
     - 6
   * - Count of unclocked register or latch pins
     - 137
   * - Cells resized by post-CTS repair
     - 0
   * - Max-slew headroom at the worst pin
     - -2.60%
   * - Synth warnings
     - 14
   * - GRT busiest layer
     - met2
   * - Sw frac
     - 32.1%
   * - Cells after synthesis
     - 33100
   * - Reg-to-reg startpoint
     - data_manager_L.n_counter.count_flops[0].flop.Q
   * - Power Internal
     - 67.5 mW
   * - End of the worst hold path
     - controller.input_en_DFF.Q
   * - Kind of launch point of the worst setup path
     - flop
   * - Cell accounting for the most synthesized area
     - sky130_fd_sc_hd__edfxtp_1
   * - Number of nets with antenna violations after detailed routing
     - 0
   * - Violated checks
     - hold timing, capacitance limit, slew limit
   * - Weighted congestion at the end of routability-driven global placement
     - 0.917
   * - Initial cell density of the core
     - 30.1%
   * - Part of the power in the clock network
     - 38.2%
   * - Log Warnings
     - 112
   * - Most used DFF post-synth
     - sky130_fd_sc_hd__edfxtp_1
   * - Clock tree from TritonCTS
     - done
   * - Share of final-layout standard cells stronger than drive strength 1
     - 19.3%
-- cells by family after synthesis --
logic type      Yosys count  share of synthesized area (%)
mux                    7222                           16.1
compound gates         2527                           2.32
flops                 18200                           78.0
latches                   4                        0.00863
buf+inv                2012                           1.25
other cells               1                       0.000539
xor+xnor                 69                         0.0868
simple gates           2951                           1.86
fa+ha+maj               135                          0.303
-- worst max-delay path, stage by stage (launching register included) --
cell,delay [ns]
sky130_fd_sc_hd__dfrtp_1,0.48
sky130_fd_sc_hd__ha_1,0.26
sky130_fd_sc_hd__inv_1,0.09
sky130_fd_sc_hd__fa_1,0.17
sky130_fd_sc_hd__inv_1,0.06
sky130_fd_sc_hd__fa_1,0.37
sky130_fd_sc_hd__fa_1,0.40
sky130_fd_sc_hd__fa_1,0.39
sky130_fd_sc_hd__fa_1,0.39
sky130_fd_sc_hd__fa_1,0.93
sky130_fd_sc_hd__o2111ai_1,0.78
sky130_fd_sc_hd__o2bb2ai_1,0.55
sky130_fd_sc_hd__a32o_1,0.76
sky130_fd_sc_hd__nand2_1,0.70
sky130_fd_sc_hd__buf_4,0.47
sky130_fd_sc_hd__nor2_2,1.12
-- layout make-up --
cell class | instances | area [um^2]
sequential | 18200 | 543000
inverter | 52 | 208
fill | 206000 | 1480000
timing repair buffer | 1833 | 14600
clock inverter | 9464 | 43800
tap | 30900 | 38600
antenna | 158 | 395
clock buffer | 2127 | 49100
multi-input combinational | 12900 | 147000
-- placed cells by master (no fill, tap or decap), drive strengths merged, types with 61 or more instances in the layout --
cell / synthesis / final
inv: 53 / 8574
o41ai: 77 / 77
and2: 61 / 61
mux2: 99 / 99
o22ai: 2096 / 2096
edfxtp: 17700 / 17700
dfrtn: 179 / 179
mux2i: 3940 / 3940
clkinvlp: 0 / 228
mux4: 3183 / 3183
clkinv: 0 / 453
buf: 1028 / 1782
dfrtp: 245 / 245
ha: 79 / 79
clkbuf: 931 / 2129
nand3: 95 / 95
diode: 0 / 158
a21oi: 108 / 108
nor2: 1739 / 1739
bufinv: 0 / 261
nor4: 448 / 448
nand2: 401 / 401
-- how the worst max path moves through the flow --
stage	from	endpoint	slack [ns]
CTS	data_manager_L.n_counter.count_flops[0].flop.Q	data_manager_L.data_mem.mem[229][1]	2.64
global route	data_manager_L.n_counter.count_flops[0].flop.Q	data_manager_L.data_mem.mem[229][2]	2.46
finish	data_manager_L.n_counter.count_flops[0].flop.Q	data_manager_L.data_mem.mem[229][10]	2.44
-- state kept, by name (all words and copies together) (netlist names), 9 cells and up --
name / count
input_module_L.S2P.flop.Q: 16
data_manager_L.data_mem.data_out: 16
output_module_R.P2S.d.Q: 40
data_manager_R.coeff_mem.data_out: 9
data_manager_L.coeff_addr_counter.count_flops.flop.Q: 9
data_manager_R.data_mem.data_out: 16
data_manager_L.data_mem.mem: 4096
ALU_L.accumulator.genblk1.reg_dff.Q: 40
data_manager_R.data_mem.mem: 4096
ALU_L.result_reg.genblk1.reg_dff.Q: 40
controller.sleep_counter.count_flops.flop.Q: 10
data_manager_R.coeff_mem.mem: 4608
data_manager_L.coeff_mem.mem: 4608
data_manager_R.rj_mem.mem: 128
ALU_R.accumulator.genblk1.reg_dff.Q: 40
data_manager_L.rj_mem.mem: 128
ALU_R.result_reg.genblk1.reg_dff.Q: 40
output_module_L.P2S.d.Q: 40
data_manager_L.coeff_mem.data_out: 9
input_module_L.new_input_register.genblk1.reg_dff.Q: 16
input_module_R.new_input_register.genblk1.reg_dff.Q: 16
controller.clear_counter.count_flops.flop.Q: 9
data_manager_R.coeff_addr_counter.count_flops.flop.Q: 9
input_module_R.S2P.flop.Q: 16
-- power groups by stage --
stage / logic [mW] / clock network [mW] / registers (mW)
final: 22.8 / 37.9 / 38.7
after global routing: 23.8 / 41.4 / 38.7
after CTS: 22.6 / 38.8 / 38.7
-- per-layer routing --
metal  vias to the layer above  share of wire, %
met3                      3636                19
met2                     23600                46
li1                     158000                 -
met5                         -              0.36
met4                       194               4.3
met1                    180000                30
-- what timing repair did --
item | CTS | global route
hold buffers | 41 | 0
endpoints found under the hold margin | 16 | 0
setup endpoints to repair | 0 | 0
-- stage by stage --
| stage | setup slack, ns | total power, mW | cells | instance area (um^2) |
|---|---|---|---|---|
| 4_1_cts | 2.64 | 100 | 75400 | 836000 |
| 6_report | 2.44 | 99.4 | 75600 | 837000 |
| 3_3_place_gp | 2.65 | 64.0 | 63800 | 743000 |
| 2_1_floorplan | 0.103 | 54.2 | 33100 | 696000 |
| 3_5_place_dp | 2.71 | 64.1 | 63800 | 743000 |
| 5_1_grt | 2.46 | 104 | 75500 | 836000 |
No activity file was given, so power comes from the tool's default toggle rates.
