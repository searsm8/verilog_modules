[/design/flow/run.sh]
#!/bin/bash
# OpenROAD 26Q1-2900-gdf79404cd8, Yosys 0.63+post, stock flow scripts
make -C /OpenROAD-flow-scripts/flow DESIGN_CONFIG=/design/flow/config.mk WORK_HOME=/design/flow/orfs finish
[/design/flow/config.mk]
export PLATFORM = sky130hd
export DESIGN_NAME = adder_tree16_32
export DESIGN_NICKNAME = adder_tree16_32
export VERILOG_FILES = /design/flow/design.v
export SDC_FILE = /design/flow/constraint.sdc
export NUM_CORES = 4
export LEC_CHECK = 1
export CORE_UTILIZATION = 30
[/design/flow/constraint.sdc]
current_design adder_tree16_32

set clk_period 19.7
set clk_io_pct 0.2

create_clock -name clk0 -period $clk_period

set non_clock_inputs [all_inputs -no_clocks]
set_input_delay [expr $clk_period * $clk_io_pct] -clock clk0 $non_clock_inputs
set_output_delay [expr $clk_period * $clk_io_pct] -clock clk0 [all_outputs]
[/design/flow/design.v]
module adder_tree16_32
(
    input [31 : 0] in0,
    input [31 : 0] in1,
    input [31 : 0] in2,
    input [31 : 0] in3,
    input [31 : 0] in4,
    input [31 : 0] in5,
    input [31 : 0] in6,
    input [31 : 0] in7,
    input [31 : 0] in8,
    input [31 : 0] in9,
    input [31 : 0] in10,
    input [31 : 0] in11,
    input [31 : 0] in12,
    input [31 : 0] in13,
    input [31 : 0] in14,
    input [31 : 0] in15,
    output [35 : 0] z
);
wire [32:0] L1_sum0, L1_sum1, L1_sum2, L1_sum3, L1_sum4, L1_sum5, L1_sum6, L1_sum7;
wire [33:0] L2_sum0, L2_sum1, L2_sum2, L2_sum3;
wire [34:0] L3_sum0, L3_sum1;
wire [35:0] L4_sum0;
assign L1_sum0 = in0 + in1;
assign L1_sum1 = in2 + in3;
assign L1_sum2 = in4 + in5;
assign L1_sum3 = in6 + in7;
assign L1_sum4 = in8 + in9;
assign L1_sum5 = in10 + in11;
assign L1_sum6 = in12 + in13;
assign L1_sum7 = in14 + in15;
assign L2_sum0 = L1_sum0 + L1_sum1;
assign L2_sum1 = L1_sum2 + L1_sum3;
assign L2_sum2 = L1_sum4 + L1_sum5;
assign L2_sum3 = L1_sum6 + L1_sum7;
assign L3_sum0 = L2_sum0 + L2_sum1;
assign L3_sum1 = L2_sum2 + L2_sum3;
assign L4_sum0 = L3_sum0 + L3_sum1;
assign z = L4_sum0;
endmodule
==> impl_table.tex <==
% Synthesis and place-and-route results
\begin{tabular}{lr}
\hline
Metric & Value \\
\hline
\multicolumn{2}{l}{\textbf{Final layout}} \\
Fraction of final layout cells sized beyond drive strength 1 & 0.01077 \\
Final cell utilization of the core & 0.4447 \\
Number of flip-flops and latches & 0 \\
Count of fill cells added during filler insertion & 4231 \\
Area Growth Syn to Fin & 44.99\% \\
Final cell count without fillers & 2542 \\
FF/Latch Area & 0 um2 \\
Logic area & 11040 um2 \\
Layout clock buffers & 0 \\
\multicolumn{2}{l}{\textbf{Critical path}} \\
Worst Path Arrival & 10410 ps \\
CP Class & input pin to primary output \\
Worst Setup End Kind & primary output \\
CP Max Fanout & 6 \\
CP startpoint kind & input pin \\
Data required time of the worst path & 15760 ps \\
\multicolumn{2}{l}{\textbf{Routing}} \\
Post-detailed-routing wire length & 39330 um \\
Routed wire length per instance & 15.47 um \\
Per-cell via count in the routed design & 4.070 \\
DR iter-0 viols & 235 \\
Total antenna diodes in the routed design & 0 \\
Remaining routing DRC violations & 0 \\
Overall via count from detail\_route & 10350 \\
Number of search-and-repair iterations in the first detailed-routing pass & 6 \\
Number of nets still failing antenna checks after routing & 0 \\
\multicolumn{2}{l}{\textbf{Run status}} \\
Result of the run & completed \\
\multicolumn{2}{l}{\textbf{Floorplanning}} \\
Cell row count & 77 \\
Number of ports placed on the die boundary & 548 \\
Initial Util & 0.3067 \\
CORE AREA & 44510 um2 \\
Y dimension of the die & 215.3 um \\
Die Span X & 215.3 um \\
Die footprint & 46370 um2 \\
\multicolumn{2}{l}{\textbf{STA}} \\
Number of max-slew violations in the final report & 0 \\
Timing-limited maximum frequency & 0.06971 GHz \\
Post-layout period usage & 0.7282 \\
Slew margin rel. & 0.6020 \\
Final-report setup violation count & 0 \\
RSZ-0062 raised after global routing & false \\
Setup\_tns & 0 ps \\
Final count of hold timing violations & 0 \\
Slew at the pin with the worst max-slew slack & 592.7 ps \\
Post-layout minimum cycle time & 14350 ps \\
\multicolumn{2}{l}{\textbf{Global route}} \\
Largest net degree at the start of global routing & 12 \\
Antenna violations before repair & 5 \\
Wire length of the first global-routing pass & 62910 um \\
Remaining global-route overflow & 0 \\
Number of global-route vias before repair & 12030 \\
GRT Resource Usage Total & 0.1874 \\
\multicolumn{2}{l}{\textbf{Synth}} \\
Post-Synthesis Cell Area & 13650 um2 \\
Mapped Cells & 1414 \\
Post-synthesis average cell area & 9.656 um2 \\
Post-synthesis cell type count & 64 \\
Synth Seq Share & 0 \\
Chip area line of the yosys report & 13650 um2 \\
Synth warnings & 0 \\
Yosys Instances & 1414 \\
\multicolumn{2}{l}{\textbf{CTS}} \\
Post-CTS Setup Repair Bufs & 0 \\
Post-cts resize count & 0 \\
Number of hold-repair buffers added at the cts stage & 0 \\
\multicolumn{2}{l}{\textbf{Min path}} \\
Count of cells along the worst hold path & 3 \\
Origin of the worst min-delay path & in15[0] \\
Hold WC Path Type & input pin to primary output \\
Hold EP & z[0] \\
\multicolumn{2}{l}{\textbf{Run}} \\
Number of warnings the tools reported & 32 \\
Maximum Capacitance Violations & 0 \\
\multicolumn{2}{l}{\textbf{Placement}} \\
PortBufs & 548 \\
HPWL Detailed & 39050 um \\
Total instance count after detailed placement & 2542 \\
Global placement routability congestion & 0.9707 \\
\hline
\end{tabular}
layout by cell type, fill, tap and decap left out, types with 3 or more instances in the layout:
cell,Yosys,layout
sky130_fd_sc_hd__nor3_1,7,7
sky130_fd_sc_hd__a21oi_2,4,4
sky130_fd_sc_hd__nand3_1,7,7
sky130_fd_sc_hd__and3_1,5,5
sky130_fd_sc_hd__o21bai_1,5,5
sky130_fd_sc_hd__and3_2,3,3
sky130_fd_sc_hd__and2_1,3,3
sky130_fd_sc_hd__or4_1,3,3
sky130_fd_sc_hd__nand2_1,31,31
sky130_fd_sc_hd__o21a_1,4,4
sky130_fd_sc_hd__a21oi_1,31,31
sky130_fd_sc_hd__nand2b_1,3,3
sky130_fd_sc_hd__nor2_1,16,16
sky130_fd_sc_hd__o211ai_1,5,5
sky130_fd_sc_hd__inv_1,673,673
sky130_fd_sc_hd__a311oi_1,3,3
sky130_fd_sc_hd__xnor2_1,16,16
sky130_fd_sc_hd__fa_1,444,444
sky130_fd_sc_hd__nor2b_1,3,3
sky130_fd_sc_hd__a211oi_1,6,6
sky130_fd_sc_hd__xor2_1,10,10
sky130_fd_sc_hd__o21ai_0,8,8
sky130_fd_sc_hd__a21o_1,7,7
sky130_fd_sc_hd__o21ai_1,11,11
sky130_fd_sc_hd__ha_1,45,45
sky130_fd_sc_hd__nand4_1,8,8
sky130_fd_sc_hd__clkdlybuf4s50_1,0,548
critical path, stage by stage:
cell and delay (ps):
sky130_fd_sc_hd__clkdlybuf4s50_1 450, sky130_fd_sc_hd__inv_1 50, sky130_fd_sc_hd__fa_1 500, sky130_fd_sc_hd__fa_1 540, sky130_fd_sc_hd__inv_1 50, sky130_fd_sc_hd__fa_1 480, sky130_fd_sc_hd__fa_1 510, sky130_fd_sc_hd__fa_1 490
sky130_fd_sc_hd__inv_1 50, sky130_fd_sc_hd__fa_1 470, sky130_fd_sc_hd__inv_1 40, sky130_fd_sc_hd__ha_1 210, sky130_fd_sc_hd__fa_1 520, sky130_fd_sc_hd__a211oi_2 330, sky130_fd_sc_hd__o21ai_2 160, sky130_fd_sc_hd__a311oi_4 450
sky130_fd_sc_hd__o22ai_4 180, sky130_fd_sc_hd__nor4_2 270, sky130_fd_sc_hd__a2bb2oi_1 180, sky130_fd_sc_hd__clkdlybuf4s50_1 530
routing by layer:
metal	wire length, um	up-vias	GRT usage
li1	-	4919	-
met1	14510	5043	0.2487
met2	20680	354	0.3240
met3	3844	20	0.06016
met4	235	10	0.008038
met5	59	-	0
synthesized netlist by cell type, drive strengths merged (2+ instances only):
cell type	n	area, um2
inv	673	2526
fa	444	8889
ha	45	563.0
a21oi	35	190.2
nand2	31	116.4
o21ai	20	103.9
nor2	17	71.32
xnor2	16	140.1
xor2	10	87.58
and3	9	65.06
buf	9	72.57
nand3	9	55.05
a211oi	8	70.06
a21o	8	61.31
nand4	8	50.05
nor3	7	35.03
a311oi	5	67.57
o211ai	5	37.54
o21bai	5	37.54
o21a	4	30.03
a221oi	3	43.80
and2	3	18.77
and4	3	28.78
clkbuf	3	11.26
nand2b	3	18.77
nor2b	3	18.77
or4	3	22.52
a221o	2	20.02
a31oi	2	12.51
nor4	2	18.77
o2bb2ai	2	17.52
kinds of logic after synthesis:
family	share of synthesized area
and+or+nand+nor	0.04069
xor gates and xnor gates	0.01668
AOI/OAI and AO/OA	0.05847
buffers and inverters	0.1912
muxes	0.0007332
adders and majority gates	0.6923
stage by stage:
step	worst slack, ps	instance area, um2	hold slack, ps
after CTS	5283	19800	8948
after global routing	4940	19800	9000
final	5354	19800	8947
after global placement	5310	19800	8945
after floorplan	6765	13650	7961
after detailed placement	5311	19800	8939
worst max path at each step:
stage | slack [ps] | start | cells after the start | end
after CTS | 5280 | in12[2] | 20 | z[34]
after global routing | 4940 | in12[2] | 20 | z[34]
final | 5350 | in12[2] | 20 | z[34]
area by class of cell:
cell class	count	area share
Tap cell	592	0.03742
Timing Repair Buffer	548	0.2771
Multi-Input combinational cell	729	0.5579
Inverter	673	0.1276
